$ cat ./design.v
module ARRAY(
    input [4:0] pos,
    output reg [7:0] salida
);
reg [7:0] vector [5:0];
initial begin
    vector [0] = 56;
    vector [1] = 189;
    vector [2] = 190;
    vector [3] = 221;
    vector [4] = 155;
    vector [5] = 235;
end
always @ (*)
begin
    salida = vector[pos];
end
endmodule
module BubbleSort(
    input [4:0] dato,
    input [3:0] pos,
    input almacenar,
    input ordenar,    
    input show,
    output reg [4:0]resultado
);
reg [4:0] vector [15:0];
reg [4:0] temporal;
reg [3:0] i;
reg [3:0] j;
initial begin
    vector [0] = 0;
    vector [1] = 0;
    vector [2] = 0;
    vector [3] = 0;
    vector [4] = 0;
    vector [5] = 0;
    vector [6] = 0;
    vector [7] = 0;
    vector [8] = 0;
    vector [9] = 0;
    vector [10] = 0;
    vector [11] = 0;
    vector [12] = 0;
    vector [13] = 0;
    vector [14] = 0;
    vector [15] = 0;
end
always @ (posedge almacenar) begin
    vector[pos] = dato;
    resultado = vector[pos];
end
always @ (posedge show) begin
    resultado = vector[pos];
end
always @ (pos) begin
    resultado = vector[pos];
end
always @ (posedge ordenar) begin
    for (i = 0; i < 16 - 1; i++)
    begin
        for (j = 0; j < 16 - i - 1; j++)
        begin
            if (vector[j] > vector[j + 1])
            begin
                temporal = vector[j];
                vector[j] = vector[j + 1];
                vector[j + 1] = temporal;
            end
        end
    end  
end
endmodule
module ASCII(
    input clockcito,
    output reg [7:0] letra
);
reg [7:0] R;
always @ (posedge clockcito) begin
    R = $urandom % 127;
    letra = R;
end
endmodule
module ABC(
    input clockcito,
    output reg [7:0] letra
);
reg [7:0] R;
always @ (posedge clockcito) begin
    R = $urandom % 3;
    if(R == 1)
    begin
        letra = 65;
    end
    else if( R == 2)
    begin
        letra = 66;
    end
    else
    begin
        letra = 67;
    end
end
endmodule
$ cat ./run.sh
#!/bin/bash
# OpenROAD 26Q1-2900-gdf79404cd8, Yosys 0.63+post, stock flow scripts
make -C /OpenROAD-flow-scripts/flow DESIGN_CONFIG=/design/flow/config.mk WORK_HOME=/design/flow/orfs finish
$ cat ./config.mk
export PLATFORM = sky130hd
export DESIGN_NAME = ARRAY
export DESIGN_NICKNAME = ARRAY
export VERILOG_FILES = /design/flow/design.v
export SDC_FILE = /design/flow/constraint.sdc
export NUM_CORES = 4
export LEC_CHECK = 1
export CORE_AREA = 10 10 70 70
export DIE_AREA = 0 0 80 80
$ cat ./constraint.sdc
current_design ARRAY

set clk_period 1.0
set clk_io_pct 0.2

create_clock -name clk0 -period $clk_period

set non_clock_inputs [all_inputs -no_clocks]
set_input_delay [expr $clk_period * $clk_io_pct] -clock clk0 $non_clock_inputs
set_output_delay [expr $clk_period * $clk_io_pct] -clock clk0 [all_outputs]
==> impl_metrics.yaml <==
# implementation run metrics
route:
  drtIter0Drc: 2
  num_antenna_cells: 0
  vias: 122
  avgViaCountPerCell: 1.74
  ant_nets: 0
  drt-total-wl_um: 415
  drt_pass1_iterations: 2
  wl_per_cell_um: 5.93
  drc: 0
worst_setup_path:
  cp_common_cell: "buf_6"
  critPathRequiredTime_ps: 800
  cp-end-kind: "primary output"
  crit_path_cell_trace: "buf_6 > buf_6 > nor2_2 > nor2_1 > dlygate4sd2_1"
  cp_max_fo: 6
  crit_buf_inv: 3
  worstSetupStartpointType: "primary input"
  cp_top_family: "buffers and inverters"
  cpPeakStageDelay_ps: 230
  critPathArrivalTime_ps: 760
  cpMaxStageDelayCell: "dlygate4sd2_1"
  critPathKind: "in2out"
die:
  io_pins: 13
  initCoreUtil: 0.0201
  core_area_sq_um: 3420
  die_h_um: 80
  rows: 21
  dieArea_sq_um: 6400
  die_w_um: 80
sta:
  setup_viol: 0
  rsz0062_at_grt: "false"
  period_needed_ps: 961
  finalMaxSlewViolations: 0
  holdWs_ps: 644
  post-route-period-util: 0.961
  hold_viol_final: 0
  fin_ws_ps: 39.5
  max_clock_freq_mhz: 1040
placed_design:
  portBuffers: 10
  routabilityCongestion: 0.741
  dp_worst_setup_slack_ps: -716
  dpl_cell_area_sq_um: 226
run:
  warnings: 34
  drv_cap: 0
power_and_ir_drop:
  power.density_nw_per_um2: 287
  p_leak_nw: 0.0930
  ir_worst_vdd_mv: 0.0322
  power.total_mw: 0.0653
yosys:
  ys_sh_aoi: 0.200
  ys_chip_area_sq_um: 68.8
  postSynthSeqShare: 0
  yosysWarnings: 1
  syn-mean-instance-area_sq_um: 5.29
  mappedNetlistArea_sq_um: 68.8
  ys_sh_mux: 0
  xor_area_frac: 0
  ys_types: 10
  yosys_cells: 13
  syn_inst: 13
  synth-adder-area-share: 0
  simple_gate_share: 0.582
  topCombFamilyByArea: "simple AND/OR/NAND/NOR gates"
global_routing:
  grt_use_total: 0.0113
  grt_pass1_vias: 117
  antenna_found_initial: 0
  grt_max_degree: 7
  grt-ovfl-total: 0
  grt_pass1_wl_um: 607
final_layout:
  drive_gt1_frac: 0.542
  syn_to_final_growth_pct: 231
  flop_area_sq_um: 0
  seq_cell_count: 0
  clkbuf_count: 0
  final_area_sq_um: 228
  finish.utilization: 0.0667
worst_hold_path:
  min_path_type: "in2out"
  holdPathStages: 3
  min_to: "salida[7]"
  hp-start: "pos[2]"
outcome:
  status: "completed"
[logic make-up (layout without fill, tap and decap cells)]
group	Yosys count	in the layout
AND-OR/OR-AND	2	2
buffers and inverters	2	13
other	1	1
AND/OR/NAND/NOR	8	8
[per-stage QoR]
step / std cells / setup TNS, ps
2_1_floorplan: 13 / 0
3_3_place_gp: 69 / -4470
3_5_place_dp: 69 / -4510
4_1_cts: 70 / 0
5_1_grt: 70 / 0
6_report: 70 / 0
[cell usage after synthesis]
master	number	area [sq um]
a21o_2	1	8.76
a21oi_1	1	5.00
and3b_1	1	8.76
buf_4	1	7.51
conb_1	1	3.75
inv_1	1	3.75
nand2_1	1	3.75
nor2_1	4	15.0
or2_2	1	6.26
or3_1	1	6.26
[tightest hold or removal path: cells and delay by family]
kind          cells  cell delay, ps
simple gates      1              80
buf+inv           2             160
[where the power goes]
part / internal (mW) / total [mW] / leakage, nW / switching, mW
sequential: 0 / 0 / 0 / 0
clock: 0 / 0 / 0 / 0
combinational: 0.0419 / 0.0653 / 0.0930 / 0.0234
total: 0.0419 / 0.0653 / 0.0930 / 0.0234
[cell usage in the layout (no fill, tap or decap), drive strengths merged]
| cell | instances |
|---|---|
| or2 | 1 |
| conb | 1 |
| nand2 | 1 |
| or3 | 1 |
| dlygate4sd2 | 3 |
| buf | 8 |
| clkdlybuf4s15 | 1 |
| inv | 1 |
| a21o | 1 |
| and3b | 1 |
| a21oi | 1 |
| nor2 | 4 |
[timing repair]
action | 4_1_cts | 5_1_grt
hold buffers | 0 | 0
gates resized | 32 | 3
pin swaps | 1 | 2
endpoints found under the setup margin | 7 | 3
buffers inserted | 1 | 0
[routing by layer]
metal | part of all wire | global-route usage | up-vias
met5 | 0 | 0 | -
met4 | 0 | 0 | 0
met3 | 0.17 | 0.00455 | 0
met2 | 0.43 | 0.0177 | 8
met1 | 0.40 | 0.0152 | 53
li1 | - | - | 61
[cell type report]
class | count | area (sq um)
fillers | 414 | 3190
repair buffers | 12 | 100
multi-input cells | 11 | 66.3
well taps | 46 | 57.6
inverters | 1 | 3.75
[worst max-delay path by stage]
stage            to    from  slack [ps]  cells past startpoint
5_1_grt   salida[5]  pos[2]           9                      5
6_report  salida[6]  pos[2]          40                      5
4_1_cts   salida[7]  pos[1]           8                      3
Power is estimated from default activity; no workload was simulated.
